### design.v
`timescale 1ns / 1ps
module Wlaz_kot(
input iCLK,
 output oSOUND
 );
 wire [30:0] mTIME [74:0];
 assign mTIME[0] = 6;
 assign mTIME[1] = 2;
 assign mTIME[2] = 6;
 assign mTIME[3] = 2;
 assign mTIME[4] = 6;
 assign mTIME[5] = 2;
 assign mTIME[6] = 6;
 assign mTIME[7] = 2;
 assign mTIME[8] = 6;
 assign mTIME[9] = 2;
 assign mTIME[10] = 6;
 assign mTIME[11] = 2;
 assign mTIME[12] = 6;
 assign mTIME[13] = 6;
 assign mTIME[14] = 2;
 assign mTIME[15] = 6;
 assign mTIME[16] = 2;
 assign mTIME[17] = 2;
 assign mTIME[18] = 6;
 assign mTIME[19] = 2;
 assign mTIME[20] = 6;
 assign mTIME[21] = 2;
 assign mTIME[22] = 6;
 assign mTIME[23] = 2;
 assign mTIME[24] = 6;
 assign mTIME[25] = 2;
 assign mTIME[26] = 6;
 assign mTIME[27] = 2;
 assign mTIME[28] = 6;
 assign mTIME[29] = 2;
 assign mTIME[30] = 6;
 assign mTIME[31] = 6;
 assign mTIME[32] = 2;
 assign mTIME[33] = 6;
 assign mTIME[34] = 2;
 assign mTIME[35] = 2;
 assign mTIME[36] = 2;
 assign mTIME[37] = 2;
 assign mTIME[38] = 2;
 assign mTIME[39] = 6;
 assign mTIME[40] = 2;
 assign mTIME[41] = 6;
 assign mTIME[42] = 2;
 assign mTIME[43] = 6;
 assign mTIME[44] = 2;
 assign mTIME[45] = 6;
 assign mTIME[46] = 2;
 assign mTIME[47] = 6;
 assign mTIME[48] = 2;
 assign mTIME[49] = 6;
 assign mTIME[50] = 2;
 assign mTIME[51] = 6;
 assign mTIME[52] = 6;
 assign mTIME[53] = 2;
 assign mTIME[54] = 6;
 assign mTIME[55] = 2;
 assign mTIME[56] = 2;
 assign mTIME[57] = 6;
 assign mTIME[58] = 2;
 assign mTIME[59] = 6;
 assign mTIME[60] = 2;
 assign mTIME[61] = 6;
 assign mTIME[62] = 2;
 assign mTIME[63] = 6;
 assign mTIME[64] = 2;
 assign mTIME[65] = 6;
 assign mTIME[66] = 2;
 assign mTIME[67] = 6;
 assign mTIME[68] = 2;
 assign mTIME[69] = 6;
 assign mTIME[70] = 6;
 assign mTIME[71] = 2;
 assign mTIME[72] = 6;
 assign mTIME[73] = 2;
 assign mTIME[74] = 2;
 wire [120:0] mFREQUENCY [74:0];
 assign mFREQUENCY[0] = 31_888;  
 assign mFREQUENCY[1] = 0;
 assign mFREQUENCY[2] = 37_919;  
 assign mFREQUENCY[3] = 0;
 assign mFREQUENCY[4] = 37_919;  
 assign mFREQUENCY[5] = 0;
 assign mFREQUENCY[6] = 35_791;  
 assign mFREQUENCY[7] = 0;
 assign mFREQUENCY[8] = 42_568;  
 assign mFREQUENCY[9] = 0;
 assign mFREQUENCY[10] = 42_568;  
 assign mFREQUENCY[11] = 0;
 assign mFREQUENCY[12] = 47_774;  
 assign mFREQUENCY[13] = 37_919;  
 assign mFREQUENCY[14] = 0;
 assign mFREQUENCY[15] = 31_888;  
 assign mFREQUENCY[16] = 0;
 assign mFREQUENCY[17] = 0;
 assign mFREQUENCY[18] = 31_888;  
 assign mFREQUENCY[19] = 0;
 assign mFREQUENCY[20] = 37_919;  
 assign mFREQUENCY[21] = 0;
 assign mFREQUENCY[22] = 37_919;  
 assign mFREQUENCY[23] = 0;
 assign mFREQUENCY[24] = 35_791;  
 assign mFREQUENCY[25] = 0;
 assign mFREQUENCY[26] = 42_568;  
 assign mFREQUENCY[27] = 0;
 assign mFREQUENCY[28] = 42_568;  
 assign mFREQUENCY[29] = 0;
 assign mFREQUENCY[30] = 47_774;  
 assign mFREQUENCY[31] = 37_919;  
 assign mFREQUENCY[32] = 0;
 assign mFREQUENCY[33] = 47_774;  
 assign mFREQUENCY[34] = 0;
 assign mFREQUENCY[35] = 0;
 assign mFREQUENCY[36] = 0;
 assign mFREQUENCY[37] = 0;
 assign mFREQUENCY[38] = 0;
 assign mFREQUENCY[39] = 47_774;  
 assign mFREQUENCY[40] = 0;
 assign mFREQUENCY[41] = 37_919;  
 assign mFREQUENCY[42] = 0;
 assign mFREQUENCY[43] = 37_919;  
 assign mFREQUENCY[44] = 0;
 assign mFREQUENCY[45] = 35_791;  
 assign mFREQUENCY[46] = 0;
 assign mFREQUENCY[47] = 42_568;  
 assign mFREQUENCY[48] = 0;
 assign mFREQUENCY[49] = 42_568;  
 assign mFREQUENCY[50] = 0;
 assign mFREQUENCY[51] = 47_774;  
 assign mFREQUENCY[52] = 37_919;  
 assign mFREQUENCY[53] = 0;
 assign mFREQUENCY[54] = 31_888;  
 assign mFREQUENCY[55] = 0;
 assign mFREQUENCY[56] = 0;
 assign mFREQUENCY[57] = 31_888;  
 assign mFREQUENCY[58] = 0;
 assign mFREQUENCY[59] = 37_919;  
 assign mFREQUENCY[60] = 0;
 assign mFREQUENCY[61] = 37_919;  
 assign mFREQUENCY[62] = 0;
 assign mFREQUENCY[63] = 35_791;  
 assign mFREQUENCY[64] = 0;
 assign mFREQUENCY[65] = 42_568;  
 assign mFREQUENCY[66] = 0;
 assign mFREQUENCY[67] = 42_568;  
 assign mFREQUENCY[68] = 0;
 assign mFREQUENCY[69] = 47_774;  
 assign mFREQUENCY[70] = 37_919;  
 assign mFREQUENCY[71] = 0;
 assign mFREQUENCY[72] = 47_774;  
 assign mFREQUENCY[73] = 0;
 assign mFREQUENCY[74] = 0;
reg rTYM=0;
reg [22:0] rCNT=0;
always @( posedge iCLK ) begin
rCNT = rCNT + 1;
if( rCNT == 6_250_000) begin
rCNT = 0;
rTYM = !rTYM;
end
end
reg [100:0] rNUMSTAN = 0;
reg [100:0] rUCNT = 2'b11;
reg rSIG=1;
always @(negedge rTYM) begin
rUCNT = rUCNT + 1;
if (rUCNT >= mTIME[rNUMSTAN]) begin
rNUMSTAN=rNUMSTAN+1;
rUCNT=0;
rSIG=!rSIG;
if (rNUMSTAN>=74) rNUMSTAN=0;
end
 end
reg [20:0] rCNT_S=0;
reg rSOUND=0;
always @( posedge iCLK ) begin
if (rSIG==1) begin
rCNT_S=rCNT_S+1;
if (rCNT_S==mFREQUENCY[rNUMSTAN]) begin
rCNT_S=0;
rSOUND=!rSOUND;
end
end
if(rSIG == 0) begin
rSOUND = 0;
end
end
assign oSOUND=rSOUND;
endmodule
### config.mk
export PLATFORM = sky130hd
export DESIGN_NAME = Wlaz_kot
export DESIGN_NICKNAME = Wlaz_kot
export VERILOG_FILES = /design/flow/design.v
export SDC_FILE = /design/flow/constraint.sdc
export NUM_CORES = 4
export LEC_CHECK = 1
export CORE_UTILIZATION = 40
### constraint.sdc
current_design Wlaz_kot

set clk_period 10.3
set clk_io_pct 0.2

create_clock -name clk0 -period $clk_period [get_ports {iCLK}]

set non_clock_inputs [all_inputs -no_clocks]
set_input_delay [expr $clk_period * $clk_io_pct] -clock clk0 $non_clock_inputs
set_output_delay [expr $clk_period * $clk_io_pct] -clock clk0 [all_outputs]
### run.sh
#!/bin/bash
# OpenROAD 26Q1-2900-gdf79404cd8, Yosys 0.63+post, stock flow scripts
make -C /OpenROAD-flow-scripts/flow DESIGN_CONFIG=/design/flow/config.mk WORK_HOME=/design/flow/orfs finish
==> changes_impl.md <==
## Implementation

* First-pass GRT wire length at 57.2 mm
* Crit Path Category: reg2out
* Register pins left without a clock at 203
* Log Warnings at 31
* AO/OA Area Share at 9.90%
* Grt ovf at 0
* RSZ-0062 raised after global routing: no
* Fin area at 15500 um2
* Inserted Diodes at 0
* Gr usage total at 20.5%
* Fmax at 317 MHz
* Final GP Congestion at 0.976
* Std-Cell Rows at 68
* Hold slack at 479 ps
* Yosys Warn Count at 1
* TritonCTS clock tree: built
* Final Hold Viols at 0
* Final setup viols at 0
* Top logic family: simple AND/OR/NAND/NOR gates
* TritonRoute pass-1 iters at 5
* Root Driver: clkbuf_16
* Yosys cell types at 79
* CTS H-tree depth at 2
* Worst Tran Pin Value at 1010 ps
* Main synth FF type: dfxtp_1
* # resized after CTS at 0
* Hold Crit Class: reg2reg
* Inserted Clock Buffers at 5
* Avg Inst Size Synth at 9.19 um2
* Worst Setup End Kind: output port
* XORs/XNORs by Area at 7.76%
* Data arrival, critical path at 1100 ps
* P&R area growth vs syn at 9.98%
* Worst path slowest cell: clkdlybuf4s50_1
* Status: finished clean
* Max stage delay on crit path at 460 ps
* Initial antenna violation count at 0
* Max Fanout on Critical Path at 3
* EDFF count, synth at 124
* Startpoint Class: register
* Cell Chain, Critical Path: clkdlybuf4s50_1
* Slew Limit Fails at 0
* Core Util at FP at 40.7%
* CP top delay family: buffers and inverters
* Worst vdd ir at 64.3 uV
* Chip Height at 190 um
* Post-CTS Setup Inserts at 0
* Synth top cell by count: nand3_1
* Routed WL per cell at 16.1 um
* Layout Cells excl Fill at 2164
* Post-Synth Simple-Gate Area at 32.8%
* PwrDens at 24.6 nW/um2
* Most common library cells after synthesis: nand3_1, nor2_1, dfxtp_1
* Vias in the first global route at 10907
* Core area at 34600 um2
* Top cells, area: edfxtp_1, dfxtp_1, nand4_1
* Drc violations at 0
* Routed wire length at 34.8 mm
* HPWL after DPL at 27.5 mm
* Crit share post-route at 30.7%
* Ys async rst share at 0%
* Syn Inst Count at 1534
* Slew HR at 32.0%
* P_leak at 5.33 nW
* Endpoints left unconstrained at 134
* Port buffer count at 1
* Synth top area share at 26.4%
* Synthesized area at 14100 um2
* Flops after synth at 249
* Mux cell area share after synthesis at 1.78%
* Clock Skew at 8.35 ps
* Chip Area, Yosys at 14100 um2
* Yosys stat cell total at 1534
* Register share after synthesis at 44.1%
* CP Buf/Inv Count at 1
* DP Cell Count at 2156
* Iter 0 DRT Violations at 787
* IO Pins at 2
* CTS Hold Buffers Added at 0
* Share of layout cells above drive strength 1 at 3.22%
* Clock buffer depth at 2
* Period minus WS final at 3160 ps
* Number of routed nets with antenna violations at 0
* Fa+ha+maj area frac at 0.976%
* Clk slew on worst S/H paths at 70 ps
* Die Size at 36000 um2
* DR vias at 11836
* Post-synth top area cell: edfxtp_1
* Worst-Skew Late Latency at 280 ps
* Fin Setup TNS at 0 ps
* Cell area after placement at 15300 um2
* Max-cap violation count at 0
* Die width at 190 um
* Via-per-instance ratio at 5.47
* Worst EP required at 8240 ps
* Largest net degree at the start of global routing at 85
* Total Power at 0.000382 W
## where the power goes
part | switching (W) | total [W] | internal, W
Sequential | 0 | 0.000199 | 0.000199
Combinational | 0.00000660 | 0.00000660 | 0
Clock | 0.0000628 | 0.000176 | 0.000114
Total | 0.0000694 | 0.000382 | 0.000312
## cell families after synthesis
family                   Yosys count
adder cells (fa/ha/maj)           11
buffers and inverters             91
flip-flops                       249
XOR/XNOR                         125
AND-OR/OR-AND                    191
AND/OR/NAND/NOR                  842
other                              1
multiplexers                      24
## routing by layer
metal	vias up	track usage (%)	share of wire (%)
li1	6074	-	-
met1	5434	31.1	47
met2	275	33.1	46
met3	53	2.13	4.5
met4	0	4.40	2.7
met5	-	0	0
## worst paths after layout
kind,cells after the start,startpoint,to,slack (ps)
setup / recovery,1,rSOUND$_SDFFE_PN0N_,oSOUND,7140
hold / removal,1,rCNT[0]$_SDFF_PN0_,rCNT[0]$_SDFF_PN0_,480
setup reg to reg,10,rCNT_S[2]$_SDFFCE_PN0P_,rCNT_S[11]$_SDFFCE_PN0P_,7320
hold reg to reg,1,rCNT[0]$_SDFF_PN0_,rCNT[0]$_SDFF_PN0_,480
## layout make-up
class / count / area [um2]
Clock buffer: 6 / 129
Clock inverter: 2 / 33.8
Timing Repair Buffer: 15 / 115
Fill cell: 3231 / 19100
Inverter: 52 / 198
Tap cell: 455 / 569
Sequential cell: 249 / 6230
Multi-Input combinational cell: 1385 / 8240
## stage by stage
stage / utilization, % / worst slack, ps
6_report: 44.8 / 7140
5_1_grt: 44.8 / 6990
4_1_cts: 44.8 / 7130
3_5_place_dp: 44.3 / 7390
3_3_place_gp: 44.3 / 7380
2_1_floorplan: - / 7120
## sequential cells by signal, summed over array words and instances (netlist names)
signal and count:
rSIG 1, rTYM 1, rCNT_S 21, rUCNT 101, rCNT 23, rSOUND 1
rNUMSTAN 101
## placed cells by master, fill, tap and decap left out, drive strengths merged, types with 8 or more instances in the layout
cell,count
buf,14
ha,11
dfxtp,125
nand4b,8
conb,192
o31a,8
nor3,90
nor2b,11
mux2i,15
nand2,109
nor4,71
o22ai,9
or3,12
edfxtp,124
o21ai,23
xnor2,59
or2,11
nand2b,11
nor3b,8
a31oi,17
a21oi,28
nand3,130
or4,25
mux2,9
a211oi,13
xor2,66
and4,30
a311oi,11
nor2,128
nand4,113
inv,52
o31ai,9
and2,20
and3,45
No activity file was given, so power comes from the tool's default toggle rates.
